File: flow/run.sh
#!/bin/bash
# OpenROAD 26Q1-2900-gdf79404cd8, Yosys 0.63+post, stock flow scripts
make -C /OpenROAD-flow-scripts/flow DESIGN_CONFIG=/design/flow/config.mk WORK_HOME=/design/flow/orfs finish
File: flow/config.mk
export PLATFORM = sky130hd
export DESIGN_NAME = sin
export DESIGN_NICKNAME = sin
export VERILOG_FILES = /design/flow/design.v
export SDC_FILE = /design/flow/constraint.sdc
export NUM_CORES = 4
export LEC_CHECK = 1
export CORE_UTILIZATION = 30
File: flow/constraint.sdc
current_design sin

set clk_period 16.1
set clk_io_pct 0.2

create_clock -name clk0 -period $clk_period [get_ports {clk}]

set non_clock_inputs [all_inputs -no_clocks]
set_input_delay [expr $clk_period * $clk_io_pct] -clock clk0 $non_clock_inputs
set_output_delay [expr $clk_period * $clk_io_pct] -clock clk0 [all_outputs]
File: flow/design.v
module sin (
    input  logic        clk,
    input  logic        rst_n,
    input  logic [15:0] x,
    input  logic        start,
    output logic [15:0] result,
    output logic        done
);
logic        load_xpowertwo;
logic        init_xpowertwo;
logic        load_mult_reg;
logic        init_mult_reg;
logic        load_result;
logic        init_result;
logic        inc_counter;
logic        init_counter;
logic        sel_mult_in;
logic        co;
sin_controller controller (
    .clk(clk),
    .rst_n(rst_n),
    .start(start),
    .co(co),
    .done(done),
    .load_xpowertwo(load_xpowertwo),
    .init_xpowertwo(init_xpowertwo),
    .load_mult_reg(load_mult_reg),
    .init_mult_reg(init_mult_reg),
    .load_result(load_result),
    .init_result(init_result),
    .inc_counter(inc_counter),
    .init_counter(init_counter),
    .sel_mult_in(sel_mult_in)
);
sin_datapath datapath (
    .clk(clk),
    .rst_n(rst_n),
    .load_xpowertwo(load_xpowertwo),
    .init_xpowertwo(init_xpowertwo),
    .load_mult_reg(load_mult_reg),
    .init_mult_reg(init_mult_reg),
    .load_result(load_result),
    .init_result(init_result),
    .inc_counter(inc_counter),
    .init_counter(init_counter),
    .sel_mult_in(sel_mult_in),
    .co(co),
    .x(x),
    .result(result)
);
endmodule
module sin_coeff_lut #(parameter WIDTH = 16, parameter DEPTH = 8) (
    input  logic [$clog2(DEPTH)-1:0] addr,
    output logic [WIDTH-1:0]         data
);
logic  [WIDTH-1:0] data_temp;
always_comb begin 
    case (addr)
        0: data_temp = 16'h7FFF; 
        1: data_temp = 16'h1555; 
        2: data_temp = 16'h0666; 
        3: data_temp = 16'h030B; 
        4: data_temp = 16'h01C4; 
        5: data_temp = 16'h0126; 
        6: data_temp = 16'h00D1; 
        7: data_temp = 16'h009A; 
        default: data_temp = 16'h0000;
    endcase
end
assign data = data_temp;
endmodule
module sin_controller (
    input  logic        clk,
    input  logic        rst_n,
    input  logic        start,
    input  logic        co,
    output logic        done,
    output logic        load_xpowertwo,
    output logic        init_xpowertwo,
    output logic        load_mult_reg,
    output logic        init_mult_reg,
    output logic        load_result,
    output logic        init_result,
    output logic        inc_counter,
    output logic        init_counter,
    output logic        sel_mult_in
);
typedef enum logic [2:0] {
    idle,
    starting,
    init,
    mult1,
    mult2,
    add_sub
} state_t;
state_t current_state, next_state;
always_ff @(posedge clk or negedge rst_n) begin
    if (!rst_n) begin
        current_state <= idle;
    end else begin
        current_state <= next_state;
    end
end
always_comb begin
    next_state = idle;
    case (current_state)
        idle: next_state = start ? starting : idle;
        starting: next_state = start ? starting : init;
        init: next_state = mult1;
        mult1: next_state = mult2;
        mult2: next_state = add_sub;
        add_sub: next_state = co ? idle : mult1;
        default: next_state = idle;
    endcase
end
always_comb begin
    load_xpowertwo = 1'b0;
    init_xpowertwo = 1'b0;
    load_mult_reg = 1'b0;
    init_mult_reg = 1'b0;
    load_result = 1'b0;
    init_result = 1'b0;
    inc_counter = 1'b0;
    init_counter = 1'b0;
    sel_mult_in = 1'b0;
    done = 1'b0;
    case (current_state)
        idle: begin
            done = 1'b1;
            init_counter = 1'b1; 
            init_xpowertwo = 1'b1; 
        end
        starting: begin
            done = 1'b0;
        end
        init: begin
            init_mult_reg = 1'b1; 
            init_result = 1'b1;
            inc_counter = 1'b1;
            load_xpowertwo = 1'b1; 
        end
        mult1: begin
            load_mult_reg = 1'b1; 
            sel_mult_in = 1'b1;   
        end
        mult2: begin
            load_mult_reg = 1'b1; 
            sel_mult_in = 1'b0;   
        end
        add_sub: begin
            load_result = 1'b1;   
            inc_counter = 1'b1;
        end
        default: begin
            load_xpowertwo = 1'b0;
            init_xpowertwo = 1'b0;
            load_mult_reg = 1'b0;
            init_mult_reg = 1'b0;
            load_result = 1'b0;
            init_result = 1'b0;
            inc_counter = 1'b0;
            init_counter = 1'b0;
            sel_mult_in = 1'b0;
            done = 1'b0;
        end
    endcase
end
endmodule
module sin_datapath (
    input  logic                    clk,
    input  logic                    rst_n,
    input  logic                    load_xpowertwo,
    input  logic                    init_xpowertwo,
    input  logic                    load_mult_reg,
    input  logic                    init_mult_reg,
    input  logic                    load_result,
    input  logic                    init_result,
    input  logic                    inc_counter,
    input  logic                    init_counter,
    input  logic                    sel_mult_in,
    output logic                    co,
    input  logic [15:0]             x,
    output logic [15:0]             result
); 
logic [15:0] x_reg;
logic [15:0] xpowertwo_reg;
logic [15:0] mult_reg, mult_out,muxout;
logic [15:0] add_sub_out;
logic [15:0] result_reg;
logic [2:0]  counter;
logic [15:0] coeff;
logic [31:0] xpowertwo, mult;
sin_coeff_lut #(.WIDTH(16), .DEPTH(8)) lut (
    .addr(counter),
    .data(coeff)
);
always_ff @(posedge clk or negedge rst_n) begin
    if (!rst_n) begin
        xpowertwo_reg <= 16'h0000;
    end else if (init_xpowertwo) begin
        xpowertwo_reg <= 16'h0000;
    end else if (load_xpowertwo) begin
        xpowertwo_reg <= xpowertwo[30:15];
    end
end
assign xpowertwo = x * x;
always_ff @(posedge clk or negedge rst_n) begin
    if (!rst_n) begin
        mult_reg <= 16'h0000;
    end else if (init_mult_reg) begin
        mult_reg <= x;
    end else if (load_mult_reg) begin
        mult_reg <= mult_out;
    end
end
always_ff @(posedge clk or negedge rst_n) begin
    if (!rst_n) begin
        result_reg <= 16'h0000;
    end else if (init_result) begin
        result_reg <= x;
    end else if (load_result) begin
        result_reg <= add_sub_out;
    end
end
always_ff @(posedge clk or negedge rst_n) begin
    if (!rst_n) begin
        counter <= 3'b000;
    end else if (init_counter) begin
        counter <= 3'b000;
    end else if (inc_counter) begin
        counter <= counter + 1;
    end
end 
assign co = &counter;
assign add_sub = counter[0];
assign muxout = (sel_mult_in) ? coeff : xpowertwo_reg;
assign mult = mult_reg * muxout;
assign add_sub_out = (~add_sub) ? (result_reg + mult_reg) : (result_reg - mult_reg);
assign mult_out = mult[30:15];
assign result = result_reg;
endmodule
==> flow_metrics.tcl <==
# place-and-route summary
set metrics [dict create \
    tool_warnings 33 \
    fp_util_pct 30.4 \
    die_x_um 249 \
    routed-via-count 13132 \
    ant_nets 0 \
    coreArea_mm2 0.0604 \
    slew_headroom_pct 42.4 \
    final_max_slew_viol_count 0 \
    dp.final_hpwl_mm 34.5 \
    cts_hold_buf 0 \
    grt_max_degree 55 \
    setup_tns_ns 0 \
    clk_latency_ns 0.33 \
    dieHeight_um 249 \
    synth.distinct_cells 58 \
    yosys_area_mm2 0.0183 \
    cts_buffer_depth 2 \
    crit_top_cell "fa_1" \
    globalRouteOverflowTotal 0 \
    routed_wl_mm 43.7 \
    area_growth_pct 8.84 \
    insertedDiodeCount 0 \
    cp_max_fo 13 \
    path_delay_family "adder cells" \
    numSynthFlops 57 \
    grt_use_total_pct 15.4 \
    layout_min_cycle_time_ns 9.96 \
    yosysCellCount 2078 \
    fin_crit_sh_pct 61.9 \
    io_pins 36 \
    crit_path_start "x[12]" \
    synth_area_mm2 0.0183 \
    fillers 6062 \
    status "finished, final reports clean" \
    grt_first_pass_wirelength_mm 73.0 \
    post_cts_buffers 0 \
    ctsResizeCount 0 \
    drv_cap 0 \
    io_buffers 35 \
    rsz0062_at_grt "false" \
    required_ns 16.32 \
    tightest_slew_ns 0.861 \
    hold_viol 0 \
    grt_pass1_vias 14028 \
    endpoint_kind "flop" \
    synthArstFlopShare_pct 100 \
    hold_path_class "flop to flop" \
    clk_pin_slew_ns 0.05 \
    path_buffers 6 \
    die_area_mm2 0.0621 \
    rows 90 \
    synth-edff-count 0 \
    clock_tree.root_cell "clkbuf_16" \
    antenna_found_initial 0 \
    critPathMaxStageDelay_ns 0.98 \
    cts.sinks 57 \
    ys.warnings.count 4 \
    vias_per_cell 4.60 \
    r2r-start "datapath.counter[0]$_DFFE_PN0P_" \
    htree_levels 3 \
    cp_slowest_cell "clkdlybuf4s50_1" \
    arrival_ns 10.18 \
    ys_seq_share_pct 7.78 \
    hp-start "controller.current_state[1]$_DFF_PN0_" \
    cts_buffers 9 \
    drive_above_1_share_pct 3.62 \
    max_freq_ghz 0.100 \
    synth_area_per_cell_um2 8.83 \
    synthCells 2078 \
    final-setup-viol-count 0 \
    dr.pass1.iters 5 \
    drt_iter0_drc 533 \
    cts_tree "yes" \
    gp_congestion 0.925 \
    wl_per_cell_um 15.3 \
    start_kind "input port" \
    fin_skew_ns 0.00408 \
    critical_path_class "input port to flop" \
    cp_cell_sequence "clkdlybuf4s50_1 -> inv_1 -> nor2_1 -> fa_1 -> inv_1 -> fa_1 -> fa_1 -> inv_1 -> fa_1 -> fa_1 -> inv_1 -> fa_1 -> inv_1 -> ha_1 -> and3_1 -> nand3_1 -> a211oi_1 -> o21ai_2 -> a21oi_2 -> o31a_1 -> o21ai_0 -> a32o_1" \
    drc 0 \
    yosys_most_used_dff "dfrtp_1" \
]
synth_stat cells, types with 11 or more instances:
| cell type | instances | area, um2 |
|---|---|---|
| nor2b_1 | 37 | 231 |
| a211oi_1 | 13 | 97.6 |
| clkbuf_1 | 82 | 308 |
| nand2b_1 | 12 | 75.1 |
| fa_1 | 357 | 7150 |
| mux2i_1 | 11 | 110 |
| a21o_1 | 16 | 120 |
| xor2_1 | 19 | 166 |
| ha_1 | 217 | 2720 |
| xnor2_1 | 43 | 377 |
| nor3_1 | 20 | 100 |
| a21oi_1 | 64 | 320 |
| and2_1 | 138 | 863 |
| o21a_1 | 13 | 97.6 |
| nor2_1 | 84 | 315 |
| nand3_1 | 15 | 75.1 |
| o21ai_0 | 37 | 185 |
| dfrtp_1 | 56 | 1400 |
| nand2_1 | 244 | 916 |
| inv_1 | 489 | 1840 |
cells in the final DEF (no fill, tap or decap), types with 11 or more instances in the layout:
| master | count |
|---|---|
| nand2b_1 | 12 |
| xor2_1 | 19 |
| and2_1 | 138 |
| nor2b_1 | 37 |
| nor2_1 | 84 |
| a21o_1 | 16 |
| xnor2_1 | 43 |
| nand3_1 | 15 |
| nor3_1 | 20 |
| a211oi_1 | 13 |
| dfrtp_1 | 55 |
| o21ai_0 | 34 |
| inv_1 | 489 |
| clkdlybuf4s50_1 | 34 |
| a21oi_1 | 64 |
| buf_4 | 33 |
| fa_1 | 357 |
| o21a_1 | 13 |
| ha_1 | 217 |
| nand2_1 | 244 |
| mux2i_1 | 11 |
kinds of logic after synthesis:
group | after synthesis | synth area share [%]
and+or+nand+nor | 593 | 15.7
buffers and inverters | 580 | 11.9
adders and majority gates | 574 | 53.8
AOI/OAI and AO/OA | 192 | 6.72
xor gates and xnor gates | 62 | 2.96
DFF | 57 | 7.78
muxes | 20 | 1.15
path summary, 6_finish.rpt:
path | end | slack [ns] | cells after the start
max | datapath.xpowertwo_reg[14]$_DFFE_PN0P_ | 6.14 | 22
min | controller.current_state[4]$_DFF_PN0_ | 0.40 | 0
max reg2reg | datapath.mult_reg[11]$_DFFE_PN0P_ | 8.22 | 27
min reg2reg | controller.current_state[4]$_DFF_PN0_ | 0.40 | 0
max in group asynchronous | controller.current_state[2]$_DFF_PN0_ | 12.40 | 2
min in group asynchronous | datapath.mult_reg[7]$_DFFE_PN0P_ | 2.75 | 1
worst reg2reg max path, stage by stage, from the launching register on:
cell and delay (ns):
dfrtp_1 0.84, inv_1 0.23, ha_1 0.28, nor2_1 0.15
o21ai_0 0.09, mux2i_1 0.15, buf_4 0.28, nor2b_1 0.11
fa_1 0.52, inv_1 0.05, fa_1 0.46, fa_1 0.52
inv_1 0.05, fa_1 0.46, fa_1 0.54, inv_1 0.06
fa_1 0.48, inv_1 0.04, ha_1 0.33, and4_1 0.25
o2bb2ai_1 0.14, nor4b_1 0.26, o21a_1 0.27, nor2_1 0.11
a21o_1 0.20, a211o_1 0.29, a221oi_1 0.49, a21oi_1 0.09
cell type report:
cell class	count	area (um2)	share of cell area (%)
Clock buffer	11	243	1.22
Clock inverter	5	150	0.752
Inverter	489	1840	9.19
Multi-Input combinational cell	1441	14700	73.8
Sequential cell	57	1430	7.16
Tap cell	782	978	4.90
Timing Repair Buffer	68	593	2.97
per-stage QoR:
stage          cell area (um2)  hold WS [ns]  std cells  util, %  setup slack (ns)
4_1_cts                  20000         0.397       2853     33.1              6.07
3_5_place_dp             19600         0.378       2837     32.4              5.73
5_1_grt                  20000         0.440       2853     33.1              5.70
6_report                 20000         0.396       2853     33.1              6.14
3_3_place_gp             19600         0.377       2837     32.4              5.86
2_1_floorplan            18300         0.349       2078        -              6.91
routing by layer:
| metal | track usage [%] | vias up | wire length (um) |
|---|---|---|---|
| met5 | 0 | - | 0 |
| met4 | 2.56 | 0 | 919 |
| met3 | 6.21 | 45 | 4430 |
| met2 | 23.9 | 432 | 19700 |
| met1 | 21.0 | 6411 | 18700 |
| li1 | - | 6244 | - |
