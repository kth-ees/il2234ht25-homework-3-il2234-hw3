===== ./config.mk =====
export PLATFORM = sky130hd
export DESIGN_NAME = serial_communication
export DESIGN_NICKNAME = serial_communication
export VERILOG_FILES = /design/flow/design.v
export SDC_FILE = /design/flow/constraint.sdc
export NUM_CORES = 4
export LEC_CHECK = 1
export CORE_AREA = 10 10 70 70
export DIE_AREA = 0 0 80 80

===== ./constraint.sdc =====
current_design serial_communication

set clk_period 1.1
set clk_io_pct 0.2

create_clock -name clk0 -period $clk_period [get_ports {clk}]

set non_clock_inputs [all_inputs -no_clocks]
set_input_delay [expr $clk_period * $clk_io_pct] -clock clk0 $non_clock_inputs
set_output_delay [expr $clk_period * $clk_io_pct] -clock clk0 [all_outputs]

===== ./design.v =====
module serial_communication(
    input logic clk,
    input logic rst_n,
    input logic serData,
    output logic outValid
);
typedef enum logic [2:0] {
    s0, s1, s2, s3, s4, s5, s6
} state_t;
state_t current_state, next_state;
logic co, enable, load;  
logic [4:0] count;  
always_ff @(posedge clk or negedge rst_n) begin
    if (!rst_n)
        current_state <= s0;
    else
        current_state <= next_state;
end
always_comb begin
    next_state = s0;
    case (current_state)
        s0: next_state = serData ? s0 : s1;
        s1: next_state = serData ? s2 : s1;
        s2: next_state = serData ? s3 : s1;
        s3: next_state = serData ? s0 : s4;
        s4: next_state = serData ? s5 : s1;
        s5: next_state = serData ? s3 : s6;
        s6: next_state = co ? s0 : s6; 
        default: next_state = s0;
    endcase
end
always_ff @(posedge clk or negedge rst_n) begin
    if (!rst_n)
        count <= 5'b00000;
    else if (enable)
        count <= count + 1;
    else if (load)
        count <= 5'b00000;
end
assign co = &count;  
always_comb begin
    enable = 1'b0;
    load = 1'b0;
    outValid = 1'b0;
    case (current_state)
        s0: begin
            load = 1'b0;
            enable = 1'b0;
            outValid = 1'b0;
        end
        s1: begin
            load = 1'b0;
            enable = 1'b0;
            outValid = 1'b0;
        end
        s2: begin
            load = 1'b0;
            enable = 1'b0;
            outValid = 1'b0;
        end
        s3: begin
            load = 1'b0;
            enable = 1'b0;
            outValid = 1'b0;
        end
        s4: begin
            load = 1'b0;
            enable = 1'b0;
            outValid = 1'b0;
        end
        s5: begin
            load = 1'b1; 
            enable = 1'b0; 
            outValid = 1'b0;
        end
        s6: begin
            load = 1'b0;
            enable = 1'b1;
            outValid = 1'b1; 
        end
        default: begin
            load = 1'b0;
            enable = 1'b0;
            outValid = 1'b0;
        end
    endcase
end
endmodule

===== ./run.sh =====
#!/bin/bash
# OpenROAD 26Q1-2900-gdf79404cd8, Yosys 0.63+post, stock flow scripts
make -C /OpenROAD-flow-scripts/flow DESIGN_CONFIG=/design/flow/config.mk WORK_HOME=/design/flow/orfs finish

==> results.txt <==
result of the run = finished with violations
violations in the final reports = negative setup slack
mean post-synth cell area = 11.7 um2
sw power = 283 uW
gate count after technology mapping = 43
Power per Cell Area = 1610 nW/um2
normalized max-slew margin = 84.1%
area share of the largest cell type after synthesis = 54.9%
Die X = 80 um
Reg2Reg Setup Slack = -0.16 ns
most frequently placed logic cells in the final layout = dfrtp_1, buf_4, nand2_1
non-filler cells, final = 101
Int Power = 823 uW
highest fanout seen on the critical path = 2
Core Rows = 21
most common library cell in the layout ignoring fill and taps = dfrtp_1
number of violations reported at the end of detailed-routing iteration 0 = 35
number of inserted filler cells in the final layout = 369
wire length of the first global-routing pass = 1440 um
Synth async-reset ratio = 100%
number of global-route vias before repair = 344
Post-synth EDFFs = 0
critical path type = reg2reg
fin crit period = 1.26 ns
Max Clock Freq = 795 MHz
combinational cell fraction of total power = 21.3%
fraction of final layout cells with drive strength greater than 1 = 34.5%
area delta synth->final = 36.7%
Tot GR Track Use = 2.71%
IO Count = 4
Primary FF master, synth = dfrtp_1
clock-pin slew of the registers on the worst-case setup and hold paths = 0.07 ns
max-slew violation count = 0
Clock Sinks = 12
Post-Route WL = 864 um
yosys cell count = 43
Final ANT Viol Nets = 0
worst vdd rail ir drop = 0.000320 V
final HPWL from detailed placement = 631 um
Total Power = 1.11 mW
largest net degree at the start of global routing = 13
leakage = 0.297 nW
Critical Path End Type = flop
area of the mapped netlist = 502 um2
Slowest-stage cell, CP = dfrtp_1
post-route clock skew = 0.00367 ns
Maximum Capacitance Violations = 0
crit path DAT = 1.42 ns
Synth area leader = dfrtp_1
dominant cells by area after synthesis = dfrtp_1, dfstp_2, ha_1, nand3_1, nand2_1
total congestion overflow = 0
transition time at the pin with the least slew margin = 0.236 ns
yosys stat chip area = 502 um2
Log Warnings = 28
part of the power in the clock network = 30.6%
height of the die = 80 um
worst stage delay on the critical path = 0.39 ns
number of input and output port buffers inserted = 3
sequential group share of total power = 48.1%
Sw Ratio = 25.6%
antenna diode count = 0
type of element launching the critical path = flop
clock buffers created by TritonCTS = 3
hold crit path type = in2async
Root Buffer Master = clkbuf_4
setup repair after global routing missed its margin = yes
WL/cell = 8.55 um
Yosys Warn Count = 1
CTS HTree Levels = 1
via count = 344
insertion delay to the later sink of the worst-skew pair = 0.26 ns
total of flip-flops plus latches after synthesis = 12
count of cell types in the netlist = 22
data required time at the worst endpoint = 1.26 ns
average vias per placed instance = 3.41
number of iterations in the first detailed-routing pass = 4
placed cell count = 97
chip area = 6400 um2
Finish-stage setup viols = 1
CTS tree = yes
post-CTS setup buffer count = 0
Max Buffers Root-to-Sink = 2
post-route setup slack = -0.158 ns
Post-route DRC = 0
cells along the critical path = ha_2 > and3_4 > ha_4 > a22o_1
last weighted congestion value of the routability-driven placer = 0.751
number of antenna violations at the first check in global routing = 0
Core Region = 3420 um2
Initial Utilization = 14.7%
final clock period utilization by the worst path = 114%
number of hold violations in the final report = 0
share of synthesized area occupied by flip-flops and latches = 60.1%
area by class of cell:
class	count	area, um2	area share, %
Inverter	2	7.51	1.09
Sequential cell	12	302	44.0
Tap cell	46	57.6	8.39
Multi-Input combinational cell	28	208	30.3
Timing Repair Buffer	9	75.1	10.9
Clock buffer	4	36.3	5.29
logic make-up (layout without fill, tap and decap cells):
group                    count (synthesis)  count (layout)  synth area share [%]
adder cells (fa/ha/maj)                  2               2                  4.99
AND-OR/OR-AND                            8               8                  11.7
buffers and inverters                    3              15                  3.74
AND/OR/NAND/NOR                         18              18                  19.5
flip-flops                              12              12                  60.1
cell usage after synthesis, types with 2 or more instances:
cell and instances:
nand2_1 5, and2_1 2, dfrtp_1 11, ha_1 2, o21ai_0 2, nand3_1 4, nor2_1 2
critical path, delay by kind of cell, from the launching register on:
kind                     cells  cell delay [ns]
adder cells (fa/ha/maj)      2             0.39
AND-OR/OR-AND                1             0.20
flip-flops                   1             0.39
AND/OR/NAND/NOR              1             0.17
timing repair:
item,4_1_cts,5_1_grt
pin swaps,2,3
gates resized,4,1
setup endpoints to repair,4,3
hold buffers,0,0
through the flow:
stage	util (%)	hold WS [ns]	cell area [um2]	TNS [ns]	setup WS, ns
after global routing	20.1	0.263	686	-0.230	-0.181
after detailed placement	18.3	0.481	626	-0.229	-0.207
after CTS	19.9	0.252	679	-0.175	-0.175
final	20.1	0.252	686	-0.158	-0.158
after global placement	18.3	0.472	626	-0.201	-0.178
after floorplan	-	-0.0756	504	-0.194	-0.194
state kept, by name, indices dropped and copies added, names as in the netlist:
register and cells:
current_state 7, count 5
worst paths after layout:
| kind | end | cells past startpoint | from |
|---|---|---|---|
| max | count[4]$_DFFE_PN0P_ | 4 | count[1]$_DFFE_PN0P_ |
| min | count[4]$_DFFE_PN0P_ | 2 | rst_n |
| max reg2reg | count[4]$_DFFE_PN0P_ | 4 | count[1]$_DFFE_PN0P_ |
| min reg2reg | current_state[5]$_DFF_PN0_ | 1 | current_state[1]$_DFF_PN0_ |
| max in group asynchronous | current_state[0]$_DFF_PN1_ | 2 | rst_n |
| min in group clk0 | current_state[5]$_DFF_PN0_ | 1 | current_state[1]$_DFF_PN0_ |
routing by layer:
metal	global-route usage, %	vias to the layer above	wire length, um
li1	-	173	-
met1	3.54	162	422
met2	3.93	7	355
met3	1.36	2	76
met4	0.528	0	9
met5	0	-	0
power by group through the flow:
stage	sequential [mW]	combinational, mW	clock, mW
global route	0.538	0.258	0.370
CTS	0.531	0.234	0.349
finish	0.532	0.235	0.338
Power and IR drop assume default switching activity.
