<file path="design/flow/design.v">
module average_calc_controller #(parameter n = 4) (
    input logic clk,
    input logic rst_n,
    input logic start,
    output logic init_sum,
    output logic init_shift,
    output logic load,
    output logic shift,
    output logic done
);
typedef enum logic [1:0] {
    idle,
    init,
    add,
    shifting
} state_t;
state_t current_state, next_state;
logic inc, load_counter;  
logic co;
logic [$clog2(n)-1:0] count;  
always_ff @(posedge clk or negedge rst_n) begin
    if (!rst_n)
        current_state <= idle;
    else
        current_state <= next_state;
end
always_comb begin
    next_state = idle;
    case (current_state)
        idle: next_state = start ? init : idle;
        init: next_state = start ? init : add;
        add: next_state = co ? shifting : add;
        shifting: next_state = idle;  
        default: next_state = idle;
    endcase
end
always_comb begin
    load = 1'b0;
    shift = 1'b0;
    done = 1'b0;
    inc = 1'b0;
    load_counter = 1'b0;
    init_sum = 1'b0;
    init_shift = 1'b0;
    case (current_state)
        idle: begin
            load = 1'b0;
            shift = 1'b0;
            done = 1'b1;
            inc = 1'b0;
            load_counter = 1'b1;  
            init_sum = 1'b1;  
            init_shift = 1'b1;  
        end
        init: begin
            load = 1'b0;
            shift = 1'b0;
            done = 1'b0;
            inc = 1'b0;
        end
        add: begin
            load = 1'b1;  
            shift = 1'b0;
            done = 1'b0;
            inc = 1'b1;  
            load_counter = 1'b0;
        end
        shifting: begin
            load = 1'b0;
            shift = 1'b1;  
            done = 1'b0;  
            inc = 1'b0;
            load_counter = 1'b0;
        end
        default: begin
            load = 1'b0;
            shift = 1'b0;
            done = 1'b0;
            inc = 1'b0;
            load_counter = 1'b0;
        end
    endcase
end
always_ff @(posedge clk or negedge rst_n) begin
    if (!rst_n)
        count <= '0;
    else if (load_counter)
        count <= '0;
    else if (inc)
        count <= count + 1;
    else
        count <= count;
end
assign co = &count;  
endmodule
module average_calc_datapath #(
    parameter m=8,
    parameter n=4) (
    input logic clk,
    input logic rst_n,
    input logic load,
    input logic shift, 
    input logic init_sum,
    input logic init_shift,
    input logic [m-1:0] inputx,
    output logic [m-1:0] result
);
    logic [m + $clog2(n) - 1:0] sum, sum_reg;
    logic [m + $clog2(n) - 1:0] shift_out;
    assign sum = sum_reg + {{$clog2(n){1'b0}}, inputx};
    always_ff @(posedge clk or negedge rst_n) begin
        if (!rst_n)
            sum_reg <= '0;
        else if (init_sum)
            sum_reg <= '0;
        else if (load)
            sum_reg <= sum;
    end
    always_ff @(posedge clk or negedge rst_n) begin
        if (!rst_n)
            shift_out <= '0;
        else if (init_shift)
            shift_out <= '0;
        else if (shift)
            shift_out <= sum_reg >> $clog2(n);  
    end
    assign result = shift_out[m-1:0];
endmodule
module average_calculator #(parameter m = 8, parameter n = 4) (
    input logic clk,
    input logic rst_n,
    input logic start,
    input logic [m-1:0] inputx,
    output logic [m-1:0] result,
    output logic done
);
    logic load, shift, init_sum, init_shift;
    average_calc_controller #(n) controller (
        .clk(clk),
        .rst_n(rst_n),
        .start(start),
        .init_sum(init_sum),
        .init_shift(init_shift),
        .load(load),
        .shift(shift),
        .done(done)
    );
    average_calc_datapath #(m, n) datapath (
        .clk(clk),
        .rst_n(rst_n),
        .load(load),  
        .shift(shift),
        .init_sum(init_sum),
        .init_shift(init_shift),
        .inputx(inputx),
        .result(result)
    );
endmodule
</file>
<file path="design/flow/run.sh">
#!/bin/bash
# OpenROAD 26Q1-2900-gdf79404cd8, Yosys 0.63+post, stock flow scripts
make -C /OpenROAD-flow-scripts/flow DESIGN_CONFIG=/design/flow/config.mk WORK_HOME=/design/flow/orfs finish
</file>
<file path="design/flow/config.mk">
export PLATFORM = sky130hd
export DESIGN_NAME = average_calculator
export DESIGN_NICKNAME = average_calculator
export VERILOG_FILES = /design/flow/design.v
export SDC_FILE = /design/flow/constraint.sdc
export NUM_CORES = 4
export LEC_CHECK = 1
export CORE_AREA = 10 10 101 101
export DIE_AREA = 0 0 111 111
</file>
<file path="design/flow/constraint.sdc">
current_design average_calculator

set clk_period 6.8
set clk_io_pct 0.2

create_clock -name clk0 -period $clk_period [get_ports {clk}]

set non_clock_inputs [all_inputs -no_clocks]
set_input_delay [expr $clk_period * $clk_io_pct] -clock clk0 $non_clock_inputs
set_output_delay [expr $clk_period * $clk_io_pct] -clock clk0 [all_outputs]
</file>
==> impl_metrics.tcl <==
# collected from the flow reports
set metrics [dict create \
    die_y_um 111 \
    power_leakage_nw 0.7231 \
    path_clk_slew_ns 0.08 \
    core_area_um2 8134 \
    holdBufCountCts 0 \
    fin_crit_sh_pct 50.45 \
    required_ns 5.44 \
    cp_top_family "simple AND/OR/NAND/NOR gates" \
    htreeDepth 1 \
    overflow 0 \
    ant_nets 0 \
    die-area_um2 12320 \
    diodes 0 \
    avgSynthCellArea_um2 11.07 \
    yosys_cells 118 \
    finalCriticalPeriod_ns 3.431 \
    syn_area_um2 1306 \
    place_ws_ns 3.133 \
    dp_hpwl_um 2318 \
    ys.flops 24 \
    antenna_found_initial 0 \
    drt_iter0_drc 56 \
    clock-sinks 24 \
    ctsRootBufferMaster "clkbuf_8" \
    cts_resized 0 \
    setup_tns_ns 0 \
    cts_tree "done" \
    track_usage_pct 4.871 \
    cp-end-kind "output port" \
    dpl_cell_area_um2 1627 \
    crit_fanout 15 \
    status "finished clean" \
    port-buffer-count 19 \
    fmax_mhz 291.5 \
    vias_per_cell 4.029 \
    yosys_warnings 2 \
    rsz0062_at_grt "no" \
    finalSetupViolations 0 \
    fin_ws_ns 3.369 \
    wl_per_cell_um 11.82 \
    ir_drop_v 0.00006752 \
    netlist-cell-type-count 39 \
    start_kind "register" \
    slowest_delay_ns 0.64 \
    hold_violations 0 \
    grt_max_degree 25 \
    clock_skew_ns 0.002398 \
    tightest_slew_ns 0.7900 \
    drtPass1Iterations 4 \
    place.gp.congestion 0.8289 \
    area_delta_synth_final_pct 27.97 \
    grt_pass1_vias 986 \
    cts_made_buffers 3 \
    top_area_cell "dfrtp_1" \
    largest_register_ffs 10 \
    worst_ep_arrival_time_ns 2.07 \
    fp_util_pct 16.06 \
    path_buffers 1 \
    vias 987 \
    yosysSeqAreaShare_pct 46.07 \
    maxSlewHeadroom_pct 46.89 \
    syn_inst 118 \
    p_per_area_nw_per_um2 323.3 \
    grt_pass1_wl_um 5106 \
    maxCapViolations 0 \
    drv_slew 0 \
    rows 33 \
    ys_chip_area_um2 1306 \
    post-cts-setup-buffers 0 \
    crit_chain "nor3_1, clkdlybuf4s50_1" \
    clock_path_buffers 2 \
    drcViolationCount 0 \
    top_cell_area_share_pct 44.06 \
    hold_path.class "reg -> reg" \
    dieWidth_um 111 \
    crit_slowest_cell "nor3_1" \
    warnings 25 \
    totalWireLength_um 2897 \
    drive_gt1_share_pct 7.857 \
    clkLatencyLatePin_ns 0.26 \
    synthTopCellsByArea "dfrtp_1 (44%), ha_1 (8.6%), a22o_1 (7.4%)" \
    path_class "reg -> out" \
    fin_area_um2 1672 \
    ioPinCount 20 \
]
cells by family after synthesis:
kind of cell    share of synthesized area [%]
compound gates                          23.76
mux                                     2.777
flops                                   46.07
simple gates                            13.12
xor+xnor                                2.012
buf+inv                                 2.107
fa+ha+maj                               10.15
path summary, 6_finish.rpt:
kind,start,endpoint,slack (ns),depth (start not counted)
setup / recovery,controller.current_state[3],done,3.37,2
hold / removal,datapath.shift_out[5],datapath.shift_out[5],0.50,1
setup reg to reg,datapath.sum_reg[0],datapath.sum_reg[8],4.57,6
hold reg to reg,datapath.shift_out[5],datapath.shift_out[5],0.50,1
max in group asynchronous,rst_n,controller.current_state[0],5.06,2
min in group asynchronous,rst_n,datapath.sum_reg[0],1.45,2
Yosys cell counts:
master	number
a22o_1	11
mux2i_1	1
o21ai_0	8
nor2b_1	3
o41ai_1	1
a211oi_1	4
nor2_1	7
and2_1	2
fa_1	1
and3_1	1
o21bai_1	1
dfrtp_1	23
or4b_1	1
o32ai_2	1
o21a_1	2
nor3_1	2
o2111ai_1	1
nor3b_1	1
o22ai_1	1
inv_1	5
ha_1	9
nand2_1	9
mux2_2	1
xnor2_1	1
a21oi_1	3
nand2b_1	1
clkbuf_1	1
o211ai_1	1
a2111oi_4	1
nor4_2	1
xor2_1	2
dfstp_2	1
and3_4	1
mux2_4	1
nand3_1	2
a21o_1	3
buf_2	1
nor4_1	1
a211o_1	1
placed cells by master (no fill, tap or decap), types with 2 or more instances in the layout:
cell type,Yosys,routed
a21o_1,3,3
a22o_1,11,11
nor3_1,2,2
nand3_1,2,2
nor2_1,7,7
o21a_1,2,2
clkbuf_8,0,3
o21ai_0,8,8
a21oi_1,3,3
a211oi_1,4,4
inv_1,5,5
ha_1,9,9
nor2b_1,3,3
dfrtp_1,23,23
and2_1,2,2
xor2_1,2,2
clkdlybuf4s50_1,0,19
nand2_1,9,9
layout make-up:
class	count	area [um^2]
Inverter	5	18.77
Tap cell	105	131.4
Timing Repair Buffer	20	197.7
Sequential cell	24	601.8
Clock buffer	4	45.04
Fill cell	853	6462
Multi-Input combinational cell	87	676.9
power by group:
part           leakage (nW)  switching, mW  internal (mW)  total [mW]
logic                 0.381          0.133          0.113       0.246
clock network        0.0228         0.0415         0.0417      0.0832
registers             0.320         0.0337          0.178       0.211
per-stage QoR:
step                      power, mW  util, %  cells  hold WS (ns)
final                        0.5405    20.55    245        0.5015
after global routing         0.5922    20.55    245        0.5247
after CTS                    0.5471    20.55    245        0.5053
after detailed placement     0.4617    20.00    241        0.4869
after global placement       0.4596    20.00    241        0.4872
after floorplan              0.3877        -    118        0.4389
routing by layer:
| layer | up-vias | part of all wire (%) | global-route usage (%) |
|---|---|---|---|
| li1 | 491 | - | - |
| met1 | 476 | 45 | 6.571 |
| met2 | 20 | 48 | 7.704 |
| met3 | 0 | 6.8 | 1.533 |
| met4 | 0 | 0 | 0.5208 |
| met5 | - | 0 | 0 |
Power figures rest on the tool's default switching activity, not on a simulated workload.
